--- flow/constraint.sdc ---
current_design Top_Level_Module

set clk_period 1.9
set clk_io_pct 0.2

create_clock -name clk0 -period $clk_period [get_ports {CLK}]

set non_clock_inputs [all_inputs -no_clocks]
set_input_delay [expr $clk_period * $clk_io_pct] -clock clk0 $non_clock_inputs
set_output_delay [expr $clk_period * $clk_io_pct] -clock clk0 [all_outputs]
--- flow/config.mk ---
export PLATFORM = sky130hd
export DESIGN_NAME = Top_Level_Module
export DESIGN_NICKNAME = Top_Level_Module
export VERILOG_FILES = /design/flow/design.v
export SDC_FILE = /design/flow/constraint.sdc
export NUM_CORES = 4
export LEC_CHECK = 1
export CORE_AREA = 10 10 99 99
export DIE_AREA = 0 0 109 109
--- flow/run.sh ---
#!/bin/bash
# OpenROAD 26Q1-2900-gdf79404cd8, Yosys 0.63+post, stock flow scripts
make -C /OpenROAD-flow-scripts/flow DESIGN_CONFIG=/design/flow/config.mk WORK_HOME=/design/flow/orfs finish
--- flow/design.v ---
`timescale 1ns / 1ps    
module clk_div(clk,clk_d);
  parameter div_value=1;
  input clk;
  output clk_d;
  reg clk_d;
  reg count;
  initial
    begin 
      clk_d=0;
      count=0;
    end
  always @(posedge clk)
    begin 
      if (count == div_value)
        count <=0;
      else
        count<=count+1;
    end
  always @(posedge clk)
    begin 
      if (count == div_value)
        clk_d <= ~ clk_d;
    end
endmodule
module h_counter(clock,hcount,trig_V);
  input clock;
  output [9:0] hcount;
  reg [9:0] hcount;
  output trig_V;
  reg trig_V;
  initial hcount=0;
  initial trig_V=0;
          always @ (posedge clock)
            begin 
              if (hcount <799)
               begin
                  hcount <= hcount + 1;                
                end  
              else
               begin
                  hcount <=0;
                end
            end   
         always @ (posedge clock)
            begin 
              if (hcount ==799)
               begin
                  trig_V <= trig_V +1;     
                end  
              else
               begin
                  trig_V <=0;
                end
            end   
endmodule
module V_counter(clock,V_signal,Vcount);
  input clock,V_signal;
  output [9:0] Vcount;
  reg [9:0] Vcount;
  initial Vcount=0;
          always @ (posedge clock)
            begin 
              if (Vcount <524)
                begin
                  if (V_signal ==1)
                    begin
                      Vcount <= Vcount + 1;                
                    end
                  else
                    begin
                      Vcount<= Vcount;
                    end
                end  
              else
               begin
                  Vcount <=0;
                end
            end   
endmodule
module VGA_sync (h_count,v_count,h_sync,v_sync,video_on,x_log,y_log);
  input [9:0] h_count,v_count;
  output video_on;
  output h_sync,v_sync;
  output [9:0] x_log,y_log;
  localparam h_border = 10;
  localparam HD = 640;
  localparam HF = 16;
  localparam HB = 48;
  localparam HR = 96;
  localparam v_border=10;
  localparam VD = 480;
  localparam VF = 10;
  localparam VR = 2;
  assign h_sync = h_count < (HD + HF) || h_count >= (HD+HF+HR);
  assign v_sync = v_count < (VD + VF) || v_count >= (VD+VF+VR);
  assign video_on = h_count < HD && v_count < VD;
  assign x_log = h_count;
  assign y_log = v_count;
endmodule
module pixel_gen (clk_d,pixel_x,pixel_y,video_on,red,green,blue,white);
  input clk_d;
  input [9:0] pixel_x;
  input [9:0] pixel_y;
  input video_on;
  output reg [3:0] red=0;
  output reg [3:0]green=0;
  output reg [3:0] blue=0;
  output reg [3:0] white=0;
  localparam h_border = 10;
  localparam v_border=10;
  localparam VB = 33;
always @(posedge clk_d)
    begin
      if ((pixel_x ==0)|| (pixel_x ==639)||(pixel_y ==0)||(pixel_y ==639))
       begin
          red <=4'hF;
          green <=4'hF;
          blue <=4'hF;
        end
      else 
        begin 
        if (video_on)
            begin 
            if ((pixel_y<53) ||(pixel_y>427) || (pixel_x<53) || (pixel_x>587))
                begin 
                red<=4'h0;
                green <=4'h0;
                blue <=4'h0;
                end
            else 
                begin 
                red <=4'hF;
                green <=4'hF;
                blue <=4'hF;
                end
          end 
          else 
               begin 
               red <=4'h0;
               green <=4'h0;
               blue <=4'h0;
               end
        end
        end
    endmodule
module Top_Level_Module(CLK,h_sync,v_sync,red,green,blue);
  input CLK;
  output [3:0] red,green,blue;
  output h_sync,v_sync;
  wire clk_d,trig_V,VD_ON;
  wire [9:0]XL, YL;
  wire [9:0]hcount,Vcount;
  clk_div C1(.clk(CLK),.clk_d(clk_d));
  h_counter H1(.clock(clk_d),.hcount(hcount),.trig_V(trig_V));
  V_counter V1(.clock(clk_d),.V_signal(trig_V),.Vcount(Vcount));
  VGA_sync VG1(.h_count(hcount),.v_count(Vcount),.h_sync(h_sync),.v_sync(v_sync),.video_on(VD_ON),.x_log(XL),.y_log(YL));
  pixel_gen P1(.clk_d(clk_d),.pixel_x(XL),.pixel_y(YL),.video_on(VD_ON),.red(red),.green(green),.blue(blue));
endmodule
==> metrics.cfg <==
[outcome]
outcome = complete, no violations

[grt]
grt_use_met2_pct = 6.04
grt_pass1_vias = 879
grt_max_degree = 23
use_met3_pct = 0.478
met1_usage_pct = 5.06
overflow = 0
busiest_layer = met2
antenna_found_initial = 0
grt_pass1_wl_mm = 3.80
grt_util_all_layers_pct = 3.64

[cts]
cts_setup_buffers = 0
clk_root_buffer_cell = clkbuf_8
cts.repair.resized = 0
insertion_delay_ns = 0.21
clk_path_buf_depth = 2
htree_levels = 1
ctsHoldBuffers = 0
path_clk_slew_ns = 0.03
cts_tree = built
cts_buffers = 3

[place]
gp_congestion = 0.822
io_buffers = 14
dp_hpwl_mm = 1.66

[power]
powerDensity_nw_per_um2 = 150
p_total_uw = 223
p_leak_nw = 0.534
peakVddDrop_mv = 0.355

[detailed_routing]
vias = 924
drt_iter0_markers = 86
finalWirelength_mm = 2.14
wl_per_cell_um = 8.46
n_antenna_cell = 0
drc = 0
antenna_left = 0
drt_pass1_iterations = 4
vias_per_cell = 3.65

[floorplanning]
io_pins = 15
num_rows = 32
core_area_um2 = 7730
fp.dieW_um = 109
dieArea_um2 = 11900
fp_util_pct = 16.9
fp.dieH_um = 109

[synth]
largest_area_cell = dfxtp_1
yosys_warnings = 4
ys_cells = 154
async_reset_ff_share_pct = 0
ys_top_cells_by_count = nor2_1, dfxtp_1, buf_4
ys.flops = 24
ys_types = 38
netlist_area_um2 = 1310
yosysTopAreaCellShare_pct = 35.2
ys_chip_area_um2 = 1310
edf_count = 1
synthCells = 154
topCellsByArea = dfxtp_1, nor2_1, buf_4
synth-main-ff-cell = dfxtp_1
most_common_cell = nor2_1
syn_avg_cell_area_um2 = 8.48
ys_seq_share_pct = 37.5

[critical_path]
end_kind = flop
path_cells = inv_1
arrival_ns = 0.59
critical_path_class = flop to flop
cp.required_ns = 1.87
cpMaxStageDelayCell = edfxtp_1
critPathTopFamily = flip-flops
start_kind = flop
path_max_fanout = 2
path_buffers = 1
critPathMaxStageDelay_ns = 0.33

[finish]
drive_gt1_share_pct = 5.30
combGateArea_um2 = 644
fin_util_pct = 19.2
area_growth_pct = 13.7
fillers = 830
seq_area_um2 = 490

[sta]
worst_pin_slew_ns = 0.380
period_used_pct = 32.9
rsz0062_at_grt = no
fmax_mhz = 1600
finalSetupTns_ns = 0
fin_skew_ns = 0.00633
slew_headroom_pct = 74.6
untimed_endpoints = 36
setup_viol = 0
finalHoldViolCount = 0
period_minus_slack_ns = 0.625
final_max_slew_viol_count = 0
unclocked_pins = 22

[job]
maxCapViolCount = 0
warnings = 27

[min_path]
worstHoldPathType = flop to flop

==> cells by family (layout without fill, tap and decap cells) <==
group,count (synthesis),in the layout,share of synthesized area [%]
multiplexers,1,1,0.766
XOR/XNOR,15,15,10.1
AND/OR/NAND/NOR,64,64,24.9
AND-OR/OR-AND,16,16,9.77
adder cells (fa/ha/maj),4,4,3.83
buffers and inverters,30,27,13.1
flip-flops,24,24,37.5
==> stage by stage <==
stage / hold WS [ns] / setup WS, ns / cells / instance area [um^2]
CTS: 0.375 / 1.28 / 253 / 1490
floorplan: 0.358 / 1.01 / 154 / 1310
global route: 0.398 / 1.24 / 253 / 1490
detailed placement: 0.369 / 1.28 / 249 / 1440
global placement: 0.368 / 1.28 / 249 / 1440
finish: 0.376 / 1.27 / 253 / 1490
==> where the power goes <==
part / switching (mW) / total, mW / internal (mW)
logic: 0 / 0.000000314 / 0
registers: 0 / 0.0453 / 0.0453
clock network: 0.0350 / 0.177 / 0.142
==> registers in the layout (all words and copies together), names as in the netlist <==
signal	flops
C1.clk_d	1
C1.count	1
H1.hcount	10
H1.trig_V	1
P1.red	1
V1.Vcount	10
==> area by class of cell <==
cell class | instances | share of cell area [%]
multi-input combinational | 100 | 43.4
sequential | 24 | 33.0
timing repair buffer | 15 | 9.94
tap | 102 | 8.59
clock buffer | 4 | 3.03
inverter | 8 | 2.02
==> placed cells by master, fill, tap and decap left out, types with 3 or more instances in the layout <==
cell	n
a211o_1	3
and3_1	3
clkbuf_8	3
clkdlybuf4s50_1	14
dfxtp_1	23
ha_1	4
inv_1	8
nand2_1	9
nand3_1	7
nand4_1	4
nor2_1	25
nor2b_1	3
nor3_1	3
nor4_1	3
xnor2_1	8
xor2_1	7
==> final timing paths <==
kind         startpoint       end  slack, ns  cells past startpoint
max            C1.clk_d  C1.clk_d       1.27                      1
min            C1.count  C1.count       0.38                      1
max reg2reg    C1.clk_d  C1.clk_d       1.27                      1
min reg2reg    C1.count  C1.count       0.38                      1
==> routing by layer <==
| layer | share of wire, % | vias up |
|---|---|---|
| met2 | 42 | 13 |
| li1 | - | 498 |
| met1 | 51 | 413 |
| met3 | 6.7 | 0 |
| met4 | 0 | 0 |
| met5 | 0 | - |
Power and IR drop assume default switching activity.
